==> flow/design.v <==
module ClockDivider #(parameter D = 32'd12500000) (input logic cin, output logic cout);
logic[31:0] count = 32'd0;
always_ff@(posedge cin) begin
	if (count >= D-1) begin
		count <= 32'd0;
		cout 	<= ~cout;
	end else begin
		count <= count + 32'd1;
	end 
end
endmodule
module Show_Colours(input[0:3][0:2] colourLocation, input CLOCK_50,output VGA_HS, VGA_VS, output[0:3] VGA_R, VGA_G, VGA_B);
wire clk25MHz, enableVertCount, validArea ;
wire [15:0] verticalCount, horizontalCount;
ClockDivider #(.D(32'd1)) MHz25 (CLOCK_50, clk25MHz);
horizontalCounter VGAHoriz (clk25MHz, enableVertCount, horizontalCount);
verticalCounter VGAVert (clk25MHz, enableVertCount, verticalCount);
assign VGA_HS = (horizontalCount < 96) ? 1'b1:1'b0;
assign VGA_VS = (verticalCount < 2) ? 1'b1:1'b0;
assign validArea = (horizontalCount < 784 && horizontalCount > 143 && verticalCount < 515 && verticalCount > 34) ? 1:0;
drawLines DL( colourLocation, clk25MHz, validArea, horizontalCount, verticalCount, VGA_R, VGA_G, VGA_B);
endmodule
module drawLines(input[0:3][0:2] colourRegion, input refreshclk, areaValid, input[15:0] horizontal, vertical, output logic [0:3] R, G, B);
logic[11:0] white = 12'hFFF, black = 12'h0, blue = 12'h00F, red = 12'hF00, green = 12'h0F0, yellow = 12'hFF0, purple = 12'hF0F;
parameter[15:0] vertMin = 35, vertMax = 514, horzMin = 143, horzMax = 783, rows = 13, columns = 50; 
always_ff@(posedge refreshclk)
begin
	if(areaValid)
	begin
		if((vertical > 34 && vertical < 273) && (horizontal > 143 && horizontal < 463))
			case(colourRegion[0])
				3'b000: {R, G, B} <= red;
				3'b001: {R, G, B} <= green;
				3'b010: {R, G, B} <= blue;
				3'b011: {R, G, B} <= purple;
				3'b100: {R, G, B} <= yellow;
				default: {R, G, B} <= white;
			endcase
		else if((vertical > 34 && vertical < 273) && (horizontal > 464 && horizontal < 783))
			case(colourRegion[1])
				3'b000: {R, G, B} <= red;
				3'b001: {R, G, B} <= green;
				3'b010: {R, G, B} <= blue;
				3'b011: {R, G, B} <= purple;
				3'b100: {R, G, B} <= yellow;
				default: {R, G, B} <= white;
			endcase
		else if((vertical > 274 && vertical < 515) && (horizontal > 143 && horizontal < 463))
			case(colourRegion[2])
				3'b000: {R, G, B} <= red;
				3'b001: {R, G, B} <= green;
				3'b010: {R, G, B} <= blue;
				3'b011: {R, G, B} <= purple;
				3'b100: {R, G, B} <= yellow;
				default: {R, G, B} <= white;
			endcase
		else if((vertical > 274 && vertical < 515) && (horizontal > 464 && horizontal < 783))
			case(colourRegion[3])
 				3'b000: {R, G, B} <= red;
				3'b001: {R, G, B} <= green;
				3'b010: {R, G, B} <= blue;
				3'b011: {R, G, B} <= purple;
				3'b100: {R, G, B} <= yellow;
				default: {R, G, B} <= white;
			endcase
		else
			{R, G, B} <= black;
		end
		else
			{R, G, B} <= black;
end
endmodule
module horizontalCounter(input clk25MHz, output reg enableVertCount=0, output reg [15:0] horizontalCount=0);
	always@(posedge clk25MHz)
	begin
		if (horizontalCount < 799) 
		begin
			horizontalCount <= horizontalCount+1;
			enableVertCount <= 0;  
		end
		else
		begin
			horizontalCount <= 0;  
			enableVertCount <= 1;  
		end
	end
endmodule
module verticalCounter(input clk25MHz, input enableVertCount, output reg [15:0] verticalCount=0);
	always@(posedge clk25MHz)
	begin
		if(enableVertCount == 1'b1)
		begin
			if (verticalCount < 524 && enableVertCount == 1'b1) 
			begin
				verticalCount <= verticalCount+1;
			end
			else
			begin
				verticalCount <= 0; 
			end
		end
	end
endmodule
==> flow/run.sh <==
#!/bin/bash
# OpenROAD 26Q1-2900-gdf79404cd8, Yosys 0.63+post, stock flow scripts
make -C /OpenROAD-flow-scripts/flow DESIGN_CONFIG=/design/flow/config.mk WORK_HOME=/design/flow/orfs finish
==> flow/config.mk <==
export PLATFORM = sky130hd
export DESIGN_NAME = Show_Colours
export DESIGN_NICKNAME = Show_Colours
export VERILOG_FILES = /design/flow/design.v
export SDC_FILE = /design/flow/constraint.sdc
export NUM_CORES = 4
export LEC_CHECK = 1
export CORE_UTILIZATION = 30
==> flow/constraint.sdc <==
current_design Show_Colours

set clk_period 1.2
set clk_io_pct 0.2

create_clock -name clk0 -period $clk_period [get_ports {CLOCK_50}]

set non_clock_inputs [all_inputs -no_clocks]
set_input_delay [expr $clk_period * $clk_io_pct] -clock clk0 $non_clock_inputs
set_output_delay [expr $clk_period * $clk_io_pct] -clock clk0 [all_outputs]
==> flow_summary.json <==
{
  "status": "complete, no violations",
  "via_per_inst": 4.60,
  "pin_count": 27,
  "top_area_frac": 0.242,
  "synth.cell_area_um2": 1990,
  "grt_pass1_vias": 1256,
  "post_cts_buffers": 0,
  "finalSetupViolations": 0,
  "synthCells": 201,
  "dp_slack_ns": 0.747,
  "timing_hold_violations_final": 0,
  "setup_total_negative_slack_ns": 0,
  "vias": 1389,
  "worstMarginPinSlew_ns": 0.853,
  "hold_class": "reg2reg",
  "crit_type": "reg2reg",
  "fp_util": 0.311,
  "firstDrtPassIters": 4,
  "drive_gt1_frac": 0.0622,
  "ys_area_um2": 1990,
  "startpoint_type": "flip-flop",
  "grt_max_degree": 37,
  "maxCapViolCount": 0,
  "finalCritPeriodShare": 0.376,
  "fin_skew_ns": 0,
  "rsz0062_at_grt": "false",
  "post_drt_wl_per_cell_um": 10.9,
  "p_leak_nw": 0.781,
  "path_clk_slew_ns": 0,
  "area_growth_pct": 15.2,
  "area_leaders": "edfxtp_1 (24%), dfxtp_1 (21%), nor2_1 (5.5%), xnor2_1 (4.0%), xor2_1 (4.0%)",
  "warnings": 30,
  "dp.cells": 302,
  "yosys_cells": 201,
  "synth-seq-area-share": 0.453,
  "final_antenna_net_count": 0,
  "place_hpwl_mm": 2.53,
  "clkPwrFrac": 0,
  "synth_cell_types": 48,
  "crit_family": "flip-flops",
  "antenna_found_initial": 0,
  "initialDrtViolationCount": 51,
  "grt_first_pass_wirelength_mm": 5.62,
  "power_frac_seq": 0.301,
  "unclocked_regs": 36,
  "crit_fanout": 2,
  "power_per_cell_area_nw_per_um2": 56.3,
  "cp_cell_sequence": "inv_1",
  "gp_congestion": 0.867,
  "remaining_drc_errors": 0,
  "critical_path_arrival_ns": 0.34,
  "clock_latency_ns": 0,
  "slew_headroom": 0.430,
  "crit_path_max_incr_delay_ns": 0.30,
  "die_area_um2": 6960,
  "comb_power_share": 0.699,
  "drv_slew": 0,
  "avgSynthCellArea_um2": 9.89,
  "row_count": 29,
  "yosysTopAreaCell": "edfxtp_1",
  "flop_cell": "dfxtp_1",
  "n_antenna_cell": 0,
  "synthArstFlopShare": 0,
  "untimed_endpoints": 54,
  "dieWidth_um": 83.4,
  "final_util": 0.359,
  "fp.dieH_um": 83.4,
  "synth.most_common_cell": "nor2_1",
  "synth_flop_count": 37,
  "worst_path_max_delay_cell": "dfxtp_1",
  "timing.final.ws_setup_ns": 0.749,
  "vdd_drop_max_mv": 0.143,
  "switchingPower_mw": 0.0384,
  "crit_required_ns": 1.09,
  "totalWireLength_mm": 3.30,
  "period_needed_ns": 0.451,
  "core_area_um2": 6390,
  "yosys_warnings": 4,
  "worstSetupEndpointType": "flip-flop",
  "synth-edff-count": 16,
  "switching_share": 0.298,
  "final_cells": 302,
  "cp_num_buf_inv": 1,
  "p_total_mw": 0.129,
  "cts_resized": 0,
  "grt_util_all_layers": 0.0979,
  "port_buffers": 26,
  "common_cells": "nor2_1 (29), dfxtp_1 (21), edfxtp_1 (16), inv_1 (10)",
  "cts_hold_buf": 0,
  "p_int_mw": 0.0905,
  "fmax_mhz": 2220,
  "gr-total-overflow": 0
}
-- registers in the layout (all words and copies together), names as in the netlist --
| name | cells |
|---|---|
| VGAVert.verticalCount | 16 |
| MHz25.cout | 1 |
| DL.B | 1 |
| VGAHoriz.enableVertCount | 1 |
| DL.G | 1 |
| DL.R | 1 |
| VGAHoriz.horizontalCount | 16 |
-- cell usage in the layout, fill, tap and decap left out, drive strengths merged, types with 10 or more instances in the layout --
master,netlist,routed
conb,1,12
nor4,10,10
inv,11,11
a21oi,10,10
clkdlybuf4s50,0,26
edfxtp,16,16
nor2,29,29
dfxtp,21,21
-- area by class of cell --
type	count	area, um2
tap	77	96.3
inverter	11	41.3
multi-input combinational	150	983
fill	626	4100
timing repair buffer	27	268
sequential	37	901
-- metal layers --
layer	share of wire	GRT usage	vias up
li1	-	-	756
met1	0.52	0.163	612
met2	0.45	0.156	21
met3	0.028	0.00505	0
met4	0	0	0
met5	0	0	-
-- worst paths after layout --
path / start / endpoint / slack, ns / cells after the start
worst max-delay path: MHz25.cout$_DFF_P_ / MHz25.cout$_DFF_P_ / 0.75 / 1
worst min-delay path: MHz25.cout$_DFF_P_ / MHz25.cout$_DFF_P_ / 0.36 / 1
worst max register to register: MHz25.cout$_DFF_P_ / MHz25.cout$_DFF_P_ / 0.75 / 1
worst min register to register: MHz25.cout$_DFF_P_ / MHz25.cout$_DFF_P_ / 0.36 / 1
-- cell families after synthesis --
family / synth area share
AND-OR/OR-AND: 0.142
XOR/XNOR: 0.0793
adder cells (fa/ha/maj): 0.0252
buffers and inverters: 0.0730
flip-flops: 0.453
other: 0.00189
AND/OR/NAND/NOR: 0.225
-- power by group through the flow --
stage     Clock [mW]  Combinational [mW]  Sequential [mW]
5_1_grt            0               0.103           0.0388
4_1_cts            0              0.0918           0.0388
6_report           0              0.0901           0.0388
-- metrics by stage --
| stage | hold slack, ns | cell area [um2] |
|---|---|---|
| floorplan | 0.629 | 2030 |
| global placement | 0.364 | 2290 |
| detailed placement | 0.364 | 2290 |
| CTS | 0.365 | 2290 |
| global route | 0.368 | 2290 |
| finish | 0.362 | 2290 |
Power and IR drop assume default switching activity.
